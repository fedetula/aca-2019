==> /design/flow/design.v <==
`timescale 1ns / 1ps
module cpu(input  logic clk, rst,
           output logic [31:0] inst_addr,
           input  logic [31:0] inst_data,
           output logic [31:0] data_addr,
           output logic [31:0] data_out,
           input  logic [31:0] data_in,
           output logic        data_write);
       typedef enum logic[1:0] {ADD, SUB, AND, OR} alu_op_t;
       typedef enum logic {FROM_RS2, FROM_IMMED} alu_src2_t;
       typedef enum logic {FROM_ALU, FROM_MEM} rf_data_in_t;
       typedef enum logic {BRANCH, SEQUENTIAL} pc_ctrl_t;
       typedef enum logic {INST_BEQ, INST_SEQ} pc_flow_t;
       logic [31:0] pc, rs1_data, rs2_data, rd_data, immed;
       logic [31:0] rf[32];
       logic [4:0] rs1_addr, rs2_addr, rd_addr;
       logic [31:0] alu_in1, alu_in2, alu_out;
       logic zero;
       pc_ctrl_t pc_ctrl;
       alu_op_t alu_op;
       alu_src2_t alu_src2;
       rf_data_in_t rf_data_in;
       pc_flow_t pc_flow;
       logic rf_write;
       always_comb inst_addr = pc;
       always_comb begin
          data_addr = alu_out;
          data_out = rs2_data;
       end 
       always_comb begin
          rs1_addr = inst_data[19:15];
          rs2_addr = inst_data[24:20];
          rd_addr  = inst_data[11:7];
          immed    = 32'(signed'(inst_data[31:20]));
          alu_op  = ADD;
          alu_src2 = FROM_RS2;
          rf_write = 1;
          data_write = 0;
          rf_data_in = FROM_ALU;
          pc_flow = INST_SEQ;
          case (inst_data) inside
              {7'b0000_000, 5'b?, 5'b?, 3'b000, 5'b?, 7'b0110011}: ;
              {7'b0100_000, 5'b?, 5'b?, 3'b000, 5'b?, 7'b0110011}: alu_op = SUB;
              {7'b0000_000, 5'b?, 5'b?, 3'b111, 5'b?, 7'b0110011}: alu_op = AND;
              {7'b0000_000, 5'b?, 5'b?, 3'b110, 5'b?, 7'b0110011}: alu_op = OR;
              {7'b?       , 5'b?, 5'b?, 3'b000, 5'b?, 7'b0010011}: alu_src2 = FROM_IMMED;  
              {7'b?       , 5'b?, 5'b?, 3'b010, 5'b?, 7'b0100011}: begin   
                                                                       alu_src2 = FROM_IMMED;
                                                                       rf_write = 0;
                                                                       data_write = 1;
                                                                       immed = 32'(signed'({inst_data[31:25], 
                                                                                            inst_data[11:7]}));
                                                                   end
              {7'b?       , 5'b?, 5'b?, 3'b010, 5'b?, 7'b0000011}: begin   
                                                                       alu_src2 = FROM_IMMED;
                                                                       rf_data_in = FROM_MEM;
                                                                   end
              {7'b?       , 5'b?, 5'b?, 3'b000, 5'b?, 7'b1100011}: begin   
                                                                       pc_flow = INST_BEQ;
                                                                       rf_write = 0;
                                                                       immed = 32'(signed'({inst_data[31], 
                                                                                            inst_data[7], 
                                                                                            inst_data[30:25], 
                                                                                            inst_data[11:8], 
                                                                                            1'b0}));
                                                                   end
          endcase
       end
       always_comb
           pc_ctrl = (pc_flow == INST_BEQ && zero) ? BRANCH : SEQUENTIAL;
       always_ff @(posedge clk)
           if (rst) pc <= '0;
           else     pc <= (pc_ctrl == BRANCH) ? pc + immed : pc + 4;
       initial
           rf[0] = '0;
       always_comb rd_data = (rf_data_in == FROM_ALU) ? alu_out : data_in;
       always_ff @(posedge clk) 
           if (rd_addr != '0 && rf_write)
                rf[rd_addr] <= rd_data;
       always_comb begin
           rs1_data = rf[rs1_addr];
           rs2_data = rf[rs2_addr];
       end
       always_comb begin
           alu_in1 = rs1_data;
           alu_in2 = (alu_src2 == FROM_IMMED) ? immed : rs2_data;
           alu_out = 'x;
           case (alu_op) inside
                ADD: alu_out = alu_in1 + alu_in2;
                SUB: alu_out = alu_in1 - alu_in2;
                AND: alu_out = alu_in1 & alu_in2;
                OR:  alu_out = alu_in1 | alu_in2;
           endcase
           zero = (alu_in1 == alu_in2);
       end
endmodule        
`timescale 1ns / 1ps
module decoder (
    input  logic [31:0] addr_i,
    input  logic [31:0] mem_data_i,
    input  logic [31:0] switch_data_i,
    input  logic        write_i,
    output logic [31:0] data_o,
    output logic        mem_enable_o,
    output logic        led_enable_o);
    always_comb begin
        led_enable_o = 0;
        mem_enable_o = 0;
        data_o = 32'bx;
        case (addr_i[10:9])
            2'b11:   led_enable_o = write_i;  
            2'b10:   data_o       = switch_data_i;  
            default: 
                begin
                     mem_enable_o = write_i;  
                     data_o       = mem_data_i; 
                end
        endcase
    end
endmodule
`timescale 1ns / 1ps
module io_led (
    input  logic        clk, rst,
    input  logic        write,
    input  logic [31:0] data_i,
    output logic [3:0]  data_o);
    always_ff @(posedge clk)
        if (rst) data_o = '0;
        else
            if (write)
                data_o = data_i[3:0];
endmodule
`timescale 1ns / 1ps
module io_switch (
    input  logic [3:0]  data_i,
    output logic [31:0] data_o);
    always_comb
       data_o = 32'(data_i);
endmodule
`timescale 1ns / 1ps
module memory32 #(parameter DEPTH=8) (
    input  logic clk,
    input  logic [DEPTH-1:0] rd_addr1_i, rd_addr2_i, 
    output logic [31:0]      rd_data1_o, rd_data2_o,
    input  logic             write_i,
    input  logic [31:0]      wr_data_i,
    input  logic [DEPTH-1:0] wr_addr_i);
    logic [31:0] mem[2**(DEPTH-2)];
    always_comb begin
        rd_data1_o = mem[rd_addr1_i[DEPTH-1:2]];
        rd_data2_o = mem[rd_addr2_i[DEPTH-1:2]];
    end
    always_ff @(posedge clk)
        if (write_i)
            mem[wr_addr_i[DEPTH-1:2]] <= wr_data_i;
    initial begin
        $readmemh("fibonacci.mem", mem);
    end
endmodule
`timescale 1ns / 1ps
module top(input  logic clk, rst,
           input  logic [3:0] sw,
           output logic [3:0] led);
    logic [31:0] inst_addr, inst_data, data_addr, data_out, data_in;
    logic data_write;
    logic [31:0] mem_data, switch_data;
    logic mem_enable, led_enable;
    cpu       cpu_inst(.*);
    decoder   decoder_inst(.addr_i(data_addr),
                           .mem_data_i(mem_data),
                           .switch_data_i(switch_data),
                           .write_i(data_write),
                           .data_o(data_in),
                           .mem_enable_o(mem_enable),
                           .led_enable_o(led_enable));
    memory32  memory_inst(.clk(clk), 
                          .rd_addr1_i(inst_addr),
                          .rd_addr2_i(data_addr), 
                          .rd_data1_o(inst_data),
                          .rd_data2_o(mem_data),
                          .write_i(mem_enable),
                          .wr_data_i(data_out),
                          .wr_addr_i(data_addr));
    io_switch switch_inst(.data_i(sw),
                          .data_o(switch_data));
    io_led    led_inst(.clk(clk),
                       .rst(rst),
                       .write(led_enable),
                       .data_i(data_out),
                       .data_o(led));
endmodule
==> /design/flow/fibonacci.mem <==
40002203
00000093
00100113
00020C63
000101B3
00110133
000180B3
FFF20213
FE0006E3
60102023
00000063
==> /design/flow/run.sh <==
#!/bin/bash
# OpenROAD 26Q1-2900-gdf79404cd8, Yosys 0.63+post, stock flow scripts
make -C /OpenROAD-flow-scripts/flow DESIGN_CONFIG=/design/flow/config.mk WORK_HOME=/design/flow/orfs finish
==> /design/flow/config.mk <==
export PLATFORM = sky130hd
export DESIGN_NAME = top
export DESIGN_NICKNAME = top
export VERILOG_FILES = /design/flow/design.v
export SDC_FILE = /design/flow/constraint.sdc
export NUM_CORES = 4
export LEC_CHECK = 1
export CORE_UTILIZATION = 50
export SYNTH_HDL_FRONTEND = slang
==> /design/flow/constraint.sdc <==
current_design top

set clk_period 70.7
set clk_io_pct 0.2

create_clock -name clk0 -period $clk_period [get_ports {clk}]

set non_clock_inputs [all_inputs -no_clocks]
set_input_delay [expr $clk_period * $clk_io_pct] -clock clk0 $non_clock_inputs
set_output_delay [expr $clk_period * $clk_io_pct] -clock clk0 [all_outputs]
==> summary.txt <==
Numbers from the implementation run.

Counting flops with an async set or reset pin after synthesis yields a share of 0. The synthesis report names the predominant flop master as edfxtp_1. The total net switching power is ~2.9 mW. The headroom to the max-slew limit is 0.1897. The warning tally printed by Yosys for this design is 0. Ranking logic cells in the layout by count gives the top entries edfxtp_1, mux4_2, o22ai_1, buf_4, clkbuf_16. The number of different library cells in the post-synthesis netlist is between 90 and 100.

The final max-slew violation count is 0. Each instance of the synthesized netlist takes up on average about 17 sq um. Fill cells in the final layout number just over 20,000.

In this run, synthesis inferred ~3,100 flip-flops with an integrated enable. The placed wire-length estimate is approximately 310 mm. Total global-route track usage over all layers is 0.4070. The overall die size recorded for this design is between 200,000 and 300,000 sq um.

The critical path in the final layout is reported with a setup slack of between 50 and 60 ns. The die width is between 500 and 600 um. The run finished with clean final reports. In the final layout, the share of cells above drive strength 1 is 0.2628.

The area of the placeable core is between 200,000 and 300,000 sq um. The number of antenna-violating nets in the routed design is 0. The floorplan has between 150 and 200 rows. The final routed wirelength across all metal layers is slightly above 500 mm. The maximum clock frequency is 62.84 MHz. The initial antenna violation count was 20. For this run, the detailed router's first-pass iteration total came to 8.

Summing over the stages, the warning tally comes to roughly 92. Between clock sinks in the finished design, the worst skew comes to about 0.075 ns. The count of instantiated cells in the yosys netlist is ~8,300. The critical path's slowest cell is clkdlybuf4s50_1. The internal power consumption is around 4.2 mW. The share of the clock period used by the worst path is 0.2251. The slew at the pin closest to its max-slew limit is 1.200 ns. The switching share of total power is 0.4072.

Synthesis handed over a netlist of around 8,300 instances. The critical path endpoint has a required time of ~57 ns. Summing all multi-input logic gate instances after layout gives 48,300 sq um. The largest driver fanout on the critical path is 2. In this run the layout overhead on the synthesized area is reported as 12.24%. The number of input and output port buffers inserted is 9. The routed layout reports a DRC error count of 0. Per the final timing report, the hold violations number 0. After the first detailed-routing iteration, the DRC count stood at ~7,400. Per the CTS log, the buffer count on the longest clock path is 4. After clock tree synthesis, the setup repair step added 0 buffers.

The average detailed-routed wire length per instance is slightly above 40 um. The highest supply drop recorded on VDD is roughly 0.048 mV. The setup violation total in the final timing report is 0. The effective utilization at floorplan is 0.5048. In the synthesis report, Yosys lists the chip area as approximately 140,000 sq um.

The share of total power dissipated in the clock network is 0.239. The cell sequence reported for the critical path is clkdlybuf4s50_1. Per STA, the highest per-stage delay on the worst path measures about 0.47 ns.

The sequential-to-total area share from yosys stat is 0.6469. The class of the most critical setup path is flip-flop to primary output. The areal power density over the cells is 44.41 nW/um^2.

Hold is met by 0.5060 ns. The routed via count is roughly 90,000. The number of register bits inferred by synthesis is 3,084.

For this design the static power due to leakage is between 50 and 60 nW. The logic gate share of total power is 0.418. The height of the die is ~540 um. The sink count of the clock tree is 3,084.

After detailed routing, the number of vias per cell comes to roughly 7.2. Post-CTS repair changed the size of 0 cells. The later-pin clock latency in the skew report is between 0.9 and 1 ns.

The total power consumption of the routed design is ~7 mW. The netlist area before placement is about 140,000 sq um. The first global-routing pass estimated approximately 720 mm of wire. The area of all placed cells without fillers is between 150,000 and 200,000 sq um. The number of global-route vias before repair came to between 90,000 and 100k. The share of total power dissipated in sequential elements is 0.343. The post-layout minimum cycle time is 15.91 ns. The worst endpoint data arrival time is about 1.8 ns. The kind of cell adding the most delay to the critical path is buffers and inverters. The sequential cell area is between 90,000 and 100,000 sq um. The total cell area at the placement stage is about 150,000 sq um. 10 I/O pins were placed. The quantity of hold-fixing buffers added after cts is 0. RePlAce ended its routability-driven mode at a weighted congestion of between 0.9 and 1. The classification of the worst-slack hold path is flip-flop to flip-flop.

The summed negative setup slack over all endpoints is 0 ns. The count of maximum capacitance violations is 0. The worst setup path is launched from a flip-flop. STA on the placed design reports a worst setup slack of roughly 55 ns. In this run the number of H-tree levels came out at 5. Setup repair after global routing left no endpoint under its margin.

The script reports the combined buffer and inverter count of the critical path as 1. STA classifies the critical path endpoint as a primary output. For reference, the clock transition at the flip-flops on the worst setup and hold paths is about 0.06 ns.

Buffers inserted during clock tree synthesis total approximately 330. The leftover overflow at the end of global routing is 0. The largest net degree at the start of global routing is approximately 84.

The leading cell type in the layout, fill and taps excluded is edfxtp_1. The cell at the root of the clock tree is clkbuf_16. The CTS tree is built.
==> worst min-delay path, stage by stage (launching register included) <==
cell and delay, ns:
dfxtp_1 0.33, nand2_1 0.07, a21oi_1 0.06
==> stage by stage <==
stage | instances | utilization
after CTS | 12525 | 0.5663
after detailed placement | 11937 | 0.5293
after floorplan | 8365 | -
final | 12546 | 0.5665
after global placement | 11937 | 0.5293
after global routing | 12531 | 0.5664
==> synth_stat cells (108+ instances only) <==
library cell  instances  share of area
a21oi_1             113         0.0040
a22oi_1             145         0.0076
buf_2               290          0.010
clkbuf_1            244         0.0064
edfxtp_1           3072           0.65
inv_1               147         0.0039
mux2_2              164          0.013
mux2i_1             288          0.020
mux4_2             1002           0.16
nand2_1             260         0.0068
nor2_1              238         0.0062
nor4_1              108         0.0047
o21ai_0             205         0.0072
o22ai_1             740          0.032
==> power groups by stage <==
stage | logic (mW) | clock network (mW) | registers (mW)
6_report | 2.98 | 1.70 | 2.45
5_1_grt | 3.09 | 1.78 | 2.45
4_1_cts | 2.86 | 1.72 | 2.45
==> sequential cells by signal, summed over array words and instances (netlist names) <==
register,cells
memory_inst.mem,2048
cpu_inst.rf,1024
cpu_inst.inst_addr,8
led_inst.data_o,4
==> layer usage <==
| layer | up-vias | global-route usage | share of wire |
|---|---|---|---|
| met5 | - | 0.08635 | 0.0057 |
| met4 | 76 | 0.2149 | 0.073 |
| met3 | 1832 | 0.3474 | 0.20 |
| met2 | 8025 | 0.5498 | 0.44 |
| met1 | 44640 | 0.4366 | 0.28 |
| li1 | 36033 | - | - |
==> cell type report <==
class,count,area share
diodes,21,0.0003275
clock buffers,396,0.05327
clock inverters,192,0.01220
inverters,150,0.003540
multi-input cells,4469,0.3010
flip-flops and latches,3084,0.5764
well taps,3743,0.02918
repair buffers,491,0.02405
==> path summary, 6_finish.rpt <==
path,startpoint,endpoint,slack [ns],cells past startpoint
worst min-delay path,cpu_inst.inst_addr[1]$_SDFFE_PP0P_,cpu_inst.inst_addr[1]$_SDFFE_PP0P_,0.51,2
worst max-delay path,led_inst.data_o[0]$_SDFFE_PP0P_,led[0],54.79,1
worst min register to register,cpu_inst.inst_addr[1]$_SDFFE_PP0P_,cpu_inst.inst_addr[1]$_SDFFE_PP0P_,0.51,2
worst max register to register,cpu_inst.inst_addr[2]$_SDFF_PP0_,cpu_inst.rf[3][17]$_DFFE_PP_,56.56,31
==> kinds of logic after synthesis <==
family,share of synthesized area
other cells,0.00002623
simple gates,0.03309
fa+ha+maj,0.009609
compound gates,0.09132
buf+inv,0.02603
flops,0.6469
xor+xnor,0.002144
mux,0.1909
Power is estimated from default activity; no workload was simulated.
